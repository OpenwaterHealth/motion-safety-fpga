==> constraint.sdc <==
current_design adc_check

set clk_period 1.6
set clk_io_pct 0.2

create_clock -name clk0 -period $clk_period [get_ports {clk}]

set non_clock_inputs [all_inputs -no_clocks]
set_input_delay [expr $clk_period * $clk_io_pct] -clock clk0 $non_clock_inputs
set_output_delay [expr $clk_period * $clk_io_pct] -clock clk0 [all_outputs]
==> config.mk <==
export PLATFORM = sky130hd
export DESIGN_NAME = adc_check
export DESIGN_NICKNAME = adc_check
export VERILOG_FILES = /design/flow/design.v
export SDC_FILE = /design/flow/constraint.sdc
export NUM_CORES = 4
export LEC_CHECK = 1
export CORE_AREA = 10 10 70 70
export DIE_AREA = 0 0 80 80
==> design.v <==
module adc_check( 
    input        rstn,
    input        clk,
    input        clear_fail,
    input        adc_data_valid,
    input [15:0] adc_data,
    input [31:0] drive_current_limit,
    input [31:0] power_peak_current_limit,
    output       current_limit_fail
);
adc_current_check adc_current_check( 
    .rstn                    (rstn),
    .clk                     (clk),
    .clear_fail              (clear_fail),
    .drive_current_limit     (drive_current_limit),
    .adc_data_valid          (adc_data_valid),
    .adc_data                (adc_data),
    .current_limit_fail      (current_limit_fail)
);
endmodule
module adc_current_check( 
    input           rstn,
    input           clk,
    input           clear_fail,
    input [15:0]   drive_current_limit,
    input           adc_data_valid,
    input [15:0]   adc_data,
    output reg      current_limit_fail
);
parameter   IDLE    = 0,
            START   = 1,
            DONE    = 2;
reg [3:0]  state;
reg        adc_data_d1,adc_data_d2;
reg [31:0] count;
always @(posedge clk,negedge rstn)
begin
    if (!rstn) begin
        count <= 0;
        adc_data_d1 <= 0;     
        adc_data_d2 <= 0;     
        state <= IDLE;
    end else begin
                adc_data_d1 <= adc_data;
                adc_data_d2 <= adc_data_d1;
                case(state)
                    IDLE : begin
                                if (adc_data_valid) begin
                                    if (adc_data_d2 > (drive_current_limit)) begin
                                        current_limit_fail <= 1;
                                        state <= DONE;
                                    end else current_limit_fail <= 0;   
                                end
                            end
                    DONE : begin
                                if (current_limit_fail) begin
                                    if (clear_fail) begin
                                        count <= 0;
                                        current_limit_fail <= 0;
                                        state <= IDLE;
                                    end
                                end 
                            end
                endcase
            end
end
endmodule
==> run.sh <==
#!/bin/bash
# OpenROAD 26Q1-2900-gdf79404cd8, Yosys 0.63+post, stock flow scripts
make -C /OpenROAD-flow-scripts/flow DESIGN_CONFIG=/design/flow/config.mk WORK_HOME=/design/flow/orfs finish
==> deck_impl_summary.md <==
Flow Results at a Glance

Logic synthesis
  – Cell type with the highest aggregate area in the netlist: dfrtp_1
  – Async S/R FF share, synth: 80.00%
  – FF+latch count, synth: 5
  – Synth warn: 2
  – Cell Area, Synth: 264.0 µm²
  – Gate count of the mapped netlist: 26
  – Count of flip-flops with a built-in enable after synthesis: 1
  – Post-synthesis cell count from yosys: 26
  – Top flip-flop cell by instance count after synthesis: dfrtp_1
  – Sequential area share after synthesis: 49.76%
  – Number of distinct library cells after synthesis: 16
  – Top cells by count, synth: 6 x nand2_1, 3 x dfrtp_1, 2 x inv_1, 2 x nand3_1, 2 x nor4_1
  – Average footprint of a synthesized cell: 10.15 µm²
  – Dominant cell area share: 28.44%
  – Ranking of synthesized cells by area: dfrtp_1 28%, edfxtp_1 11%, dfstp_2 10%
  – Most common cell in the netlist: nand2_1
  – Area reported by Yosys stat: 264.0 µm²

Clock tree
  – CTS tree: yes
  – Clock-pin slew on the worst setup and hold paths: 0.04 ns
  – CTS sink cnt: 5
  – CTS H-tree depth: 1
  – Root buf cell: clkbuf_4
  – Clock latency at the later pin of the worst-skew pair: 0.24 ns
  – Longest Clk Path Bufs: 2
  – TritonCTS buffer count: 3
  – Total of hold buffers inserted after clock tree synthesis: 0

Floorplanning
  – Site row count: 21
  – Chip Footprint: 6400 µm²
  – Die outline height: 80 µm
  – Fraction of the core area occupied by cells at floorplan: 7.729%
  – Die width: 80 µm
  – Io pins: 85
  – Area of the core region: 3416 µm²

Placed design
  – HPWL after DPL: 833.4 µm
  – Count of placed standard cells including taps: 96
  – Weighted congestion at the end of routability-driven global placement: 0.7308
  – Buffers on Ports: 21

Job
  – Reported max-cap violation count: 0
  – OpenROAD warning count: 88

Global routing
  – Global-route usage over all layers: 2.856%
  – Residual overflow from global routing: 0
  – Vias in the first global route: 306
  – Pin count of the biggest net entering global routing: 6
  – Number of antenna violations at the first check in global routing: 0
  – Global-route wire length before repair: 1.435 mm

Layout
  – Utilization after layout: 18.02%
  – Number of standard cells in the final layout excluding fillers: 100
  – Growth of design area from synthesis to finish: 133.2%
  – Share of final-layout standard cells stronger than drive strength 1: 22.22%
  – Number of filler instances in the final layout: 383

STA
  – Ratio of final minimum period to clock period: 91.92%
  – Setup Total Neg Slack: 0 ns
  – Minimum clock period after layout: 1.471 ns
  – Pins over their slew limit: 0
  – RSZ-0062 raised after global routing: no
  – Setup violators final: 0
  – Number of hold violations in the final report: 0
  – Clock tree skew after final layout: 0.006017 ns
  – Worst max-slew margin expressed relative to the limit: 76.86%
  – Measured slew at the worst slew-check pin: 0.3444 ns
  – Top achievable clock speed: 0.6799 GHz

Route
  – Detail-routed net length per standard cell: 9.330 µm
  – Vias per cell: 2.830
  – Number of remaining DRC errors: 0
  – Antenna Violating Nets Remaining: 0
  – Initial drt markers: 5
  – Total inserted antenna cells: 0
  – Vias: 283
  – Number of detailed-routing iterations run before antenna repair: 2
  – Post-Route WL: 933 µm

Worst setup path
  – Crit Path Category: reg -> reg
  – Maximum fanout along the worst path: 3
  – Nature of the critical path endpoint: flop
  – Required time at the worst-slack endpoint: 1.67 ns
  – Critical Path Start Type: flop
  – Arrival time of data at the critical path endpoint: 1.54 ns

Pwr
  – Overall power of the completed layout: 0.0003511 W
  – Static Leakage: 0.2227 nW
  – Pwr/cell area: 570.4 nW/µm²
  – Worst-case vdd ir drop: 0.4205 mV

Worst hold path
  – Class of the most critical hold timing path: reg -> reg

Status
  – Outcome: complete, no violations
## final cells by class
| cell class | instances | area [µm²] | area share, % |
|---|---|---|---|
| tap | 46 | 57.56 | 9.350 |
| multi-input combinational | 19 | 157.7 | 25.61 |
| sequential | 5 | 131.4 | 21.34 |
| clock buffer | 4 | 26.28 | 4.268 |
| timing repair buffer | 24 | 235.2 | 38.21 |
| inverter | 2 | 7.507 | 1.220 |
## routing by layer
layer,vias up,track usage (%),share of wire [%]
met5,-,0,0
met4,0,0.5282,0
met3,0,1.136,3.3
met2,5,5.217,55
met1,125,3.016,41
li1,153,-,-
## kinds of logic after synthesis
| kind of cell | synth area share (%) |
|---|---|
| simple gates | 27.48 |
| buf+inv | 2.845 |
| fa+ha+maj | 4.739 |
| flops | 49.76 |
| compound gates | 15.17 |
## worst max-delay path: stages, from the launching register on
cell and delay [ns]:
dfrtp_1 0.36, inv_1 0.10, ha_4 0.21, nor4_4 0.27, nand3_2 0.15, o32ai_2 0.21
## flip-flops by register name, summed over array words and instances (netlist names)
register / cells
adc_current_check.current_limit_fail: 1
adc_current_check.state: 2
adc_current_check.adc_data_d1: 1
adc_current_check.adc_data_d2: 1
## path summary, 6_finish.rpt
check,from,depth (start not counted),to,slack [ns]
setup / recovery,adc_current_check.adc_data_d2$_DFF_PN0_,5,adc_current_check.current_limit_fail$_DFFE_PP_,0.13
hold / removal,adc_current_check.adc_data_d1$_DFF_PN0_,0,adc_current_check.adc_data_d2$_DFF_PN0_,0.34
setup reg to reg,adc_current_check.adc_data_d2$_DFF_PN0_,5,adc_current_check.current_limit_fail$_DFFE_PP_,0.13
hold reg to reg,adc_current_check.adc_data_d1$_DFF_PN0_,0,adc_current_check.adc_data_d2$_DFF_PN0_,0.34
max in group asynchronous,rstn,2,adc_current_check.state[0]$_DFF_PN1_,1.04
min in group asynchronous,rstn,2,adc_current_check.adc_data_d2$_DFF_PN0_,0.37
## layout by cell type (no fill, tap or decap)
| master | count |
|---|---|
| dfstp_2 | 1 |
| clkdlybuf4s50_1 | 20 |
| nor4_2 | 1 |
| dlymetal6s2s_1 | 1 |
| nand2_1 | 6 |
| nand3_1 | 1 |
| nor3_1 | 1 |
| edfxtp_1 | 1 |
| nor4_1 | 1 |
| nor4_4 | 1 |
| ha_4 | 1 |
| nand3_2 | 1 |
| a21boi_0 | 1 |
| nand4_1 | 1 |
| nor2_1 | 1 |
| o32ai_2 | 1 |
| o31ai_1 | 1 |
| inv_1 | 2 |
| a2bb2oi_1 | 1 |
| buf_4 | 3 |
| clkbuf_4 | 3 |
| clkbuf_1 | 1 |
| dfrtp_1 | 3 |
## metrics by stage
stage	setup slack (ns)	area, µm²	hold WS [ns]
final	0.1293	615.6	0.3375
after global routing	0.08313	615.6	0.3557
after CTS	0.01616	580.6	0.3424
after detailed placement	-0.3208	554.3	0.3387
after global placement	-0.3215	554.3	0.3364
after floorplan	0.2078	264.0	0.02441
## power breakdown
part	switching (W)	internal (W)	total [W]
sequential	0.00000157	0.000134	0.000136
clock	0.0000454	0.0000938	0.000139
combinational	0.0000214	0.0000550	0.0000764
## what timing repair did
action / in CTS / in global routing
setup endpoints to repair: 3 / 3
pin swaps: 2 / 4
hold endpoints to repair: 0 / 0
resized: 0 / 5
setup buffers: 0 / 0
Power figures rest on the tool's default switching activity, not on a simulated workload.
