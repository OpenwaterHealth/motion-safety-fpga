==> flow/design.v <==
module heart_beat( 
    input   rstn,
    input   clk,
    output  heartbeat
);
reg [15:0] count;
reg [15:0] prescale;
wire heartbeat_clk;
assign heartbeat = count[7];
assign heartbeat_clk = prescale[15];
always @(posedge clk,negedge rstn)
begin
    if (!rstn) begin
        prescale <= 0;     
    end else begin
                 prescale <= prescale + 1;
            end
end
always @(posedge heartbeat_clk,negedge rstn)
begin
    if (!rstn) begin
        count <= 0;     
    end else begin
                 count <= count + 1;
            end
end
endmodule
==> flow/run.sh <==
#!/bin/bash
# OpenROAD 26Q1-2900-gdf79404cd8, Yosys 0.63+post, stock flow scripts
make -C /OpenROAD-flow-scripts/flow DESIGN_CONFIG=/design/flow/config.mk WORK_HOME=/design/flow/orfs finish
==> flow/config.mk <==
export PLATFORM = sky130hd
export DESIGN_NAME = heart_beat
export DESIGN_NICKNAME = heart_beat
export VERILOG_FILES = /design/flow/design.v
export SDC_FILE = /design/flow/constraint.sdc
export NUM_CORES = 4
export LEC_CHECK = 1
export CORE_AREA = 10 10 93 93
export DIE_AREA = 0 0 103 103
==> flow/constraint.sdc <==
current_design heart_beat

set clk_period 2.3
set clk_io_pct 0.2

create_clock -name clk0 -period $clk_period [get_ports {clk}]

set non_clock_inputs [all_inputs -no_clocks]
set_input_delay [expr $clk_period * $clk_io_pct] -clock clk0 $non_clock_inputs
set_output_delay [expr $clk_period * $clk_io_pct] -clock clk0 [all_outputs]
==> reports/notes.md <==
The run finished with clean final reports. The tools report the clock latency on the worst-skew pair as 250 ps. Among cell families on the critical path, the largest total delay comes from simple AND/OR/NAND/NOR gates. The combined area of all synthesized cells was 1016 sq um. Static timing analysis puts the maximum clock frequency at 750.5 MHz. The worst path required time was 2470 ps; the first-pass GRT wire length was 2773 um. The top cell type's share of synthesized area was 0.5911; the number of vias in the routed layout was 572. Per the finish-stage timing summary, setup violations number 0. CTS reports a maximum clock tree buffer depth of 2. In the final report, the number of pins over their slew limit comes to 0. Worst hold-check path type: reg -> reg. The share of synthesized cell area in and-or and or-and compound cells was 0. The transition time recorded at the tightest slew-check pin is 300.8 ps.

Using the TritonRoute via totals, the vias-per-cell ratio works out to 3.405. The total tool warning count came out at 25. For the worst-case headroom to the max-slew limit, the log shows 0.7995. For the least setup slack across all paths after layout, the log shows 967.5 ps.

In this run the critical path is formed by ha_1 -> nand3_1 -> nor4_2 -> xor2_1. The post-synthesis xor/xnor area fraction is 0.1724. Final critical path time including I/O delays and setup: 1333 ps. Per the placement log, port buffering inserted 2 buffers.

Across the run, the number of max-cap violations was 0. The number of flops mapped to enable cells by yosys came out at 0. Largest voltage drop on the vdd net: 0.1495 mV. Buffers added to address setup during post-CTS repair amount to 0.

Synthesis produced a netlist whose cell count is 81. The global router reports that the layer with the highest usage is met2. The proportion of layout cells with a drive suffix above 1 was 0.1250; the vertical die dimension was 103 um.

Floorplan die width: 103 um. The basic-gate share of the synthesized area counting and, or, nand and nor cells works out to 0.1933. The layout has 737 filler cells.

Total power normalized to cell area comes to 449.0 nW/um^2. The tools report the hold-fix buffer count after cts as 0. Per the final timing report, the hold violations number 0. The stage delay of the slowest cell on the critical path was 400 ps. The synthesis-to-finish area growth came out at 17.98%. Looking at the setup timing report, the critical path kind is reg -> reg.

For the net switching power, the log shows 102.6 uW. The relative contribution of the clock network to total power is 0.458, and the total negative slack is 0 ps. Before CTS, the worst setup slack after placement is 970.3 ps. TritonRoute output was used to compute an average wire per cell of 8.244 um. The critical path's slowest cell was sky130_fd_sc_hd__dfrtp_1.

The post-synth register bit count is 24. The run gives 0.02463 for the area share of fa/ha/maj cells after synthesis. At the end of routability-driven placement, the weighted congestion stood at 0.7493.

The critical path endpoint category is a register. Before antenna repair, the detailed router went through 2 iterations. For the antenna cell count, the log shows 0. Sorting the synthesized cells by area gives the leading types as sky130_fd_sc_hd__dfrtp_1 (59%), sky130_fd_sc_hd__xor2_1 (10%), sky130_fd_sc_hd__xnor2_1 (6.9%), sky130_fd_sc_hd__nor4_2 (4.9%), sky130_fd_sc_hd__nand3_1 (3.4%). By count the netlist is led by sky130_fd_sc_hd__dfrtp_1 (24), sky130_fd_sc_hd__xor2_1 (12), sky130_fd_sc_hd__xnor2_1 (8), sky130_fd_sc_hd__nand3_1 (7). The met1 track demand over resource in global routing came out at 0.04123. The global-route usage over all layers came out at 0.03212.

The largest area contributor in the netlist was sky130_fd_sc_hd__dfrtp_1. 9 endpoints have no timing constraint. The run gives 0.019 for the fraction of power consumed by combinational cells. The critical path contains buffers and inverters numbering 0 combined.

The sequential group share of total power came out at 0.523. The total wire length after detailed routing is 1385 um. For reference, the clock transition at the flip-flops on the worst setup and hold paths is 60 ps. The area reported by Yosys stat was 1016 sq um.

The sequential share of the synthesized area is 0.5911. The met3 track utilization from global routing was 0.01828. TritonCTS built the clock tree. The category of the worst setup path launch point was a register. Nets still carrying antenna violations after routing amount to 0.

The logs give 0.1504 for the core utilization at floorplan and 25 for the largest net degree at the start of global routing. The run gives 30 for the number of rows created at floorplan. The share of synthesized registers carrying an async set or reset was 1.000; the signal arrival time at the worst endpoint was 1510 ps. Per the post-synthesis stats, the area per cell is 12.54 sq um. Pin placement for this block handled 3 I/O pins. Post-route clock skew: 1.295 ps. With the final period utilization at 0.5794, the total internal power is 435.6 uW.

Among all cell types in the netlist, the one instantiated most often is sky130_fd_sc_hd__dfrtp_1. The timer found 8 register pins that no clock reaches; their paths are not timed. TritonRoute reported its final design rule violation total as 0. The tree is rooted in a sky130_fd_sc_hd__clkbuf_8. Yosys shows that the main logic family after synthesis is simple AND/OR/NAND/NOR gates. The switching power as a share of total power came out at 0.1906. The tally of yosys warning messages came out at 1. The violation tally recorded at the end of detailed-routing iteration 0 is 11. The number of antenna violations at the first check in global routing was 0; the residual overflow from global routing was 0. The run gives 6 for the largest fanout of any net on the critical path. The met2 capacity usage during global routing came out at 0.04729. Setup repair after global routing left no endpoint under its margin.

In the Yosys report the total cell count is 81. The tools report the number of different library cells in the post-synthesis netlist as 15. Number of buffers created by CTS: 3. The mux share of post-synthesis cell area was 0; the placed wire-length estimate after detailed placement was 1015 um. The number of levels in the clock H-tree was 1. The most used flip-flop cell after synthesis is sky130_fd_sc_hd__dfrtp_1.

The logs give 0 for the number of resized instances in the post-cts repair step and 6756 sq um for the core outline area. The logs give 619 for the via count of the first global-routing pass and 0.0005658 uW for the leakage component of the power. The chip occupies 10610 sq um.
## layout by cell type (no fill, tap or decap)
cell type / count
sky130_fd_sc_hd__nand4_4: 1
sky130_fd_sc_hd__nand3_1: 7
sky130_fd_sc_hd__nand4_1: 2
sky130_fd_sc_hd__nor4_2: 4
sky130_fd_sc_hd__nor2_1: 5
sky130_fd_sc_hd__xnor2_1: 8
sky130_fd_sc_hd__clkbuf_8: 4
sky130_fd_sc_hd__ha_1: 2
sky130_fd_sc_hd__inv_1: 5
sky130_fd_sc_hd__nand2_1: 5
sky130_fd_sc_hd__clkdlybuf4s50_1: 2
sky130_fd_sc_hd__xor2_1: 12
sky130_fd_sc_hd__and3_1: 1
sky130_fd_sc_hd__and2_1: 1
sky130_fd_sc_hd__nor3_1: 3
sky130_fd_sc_hd__buf_4: 1
sky130_fd_sc_hd__dfrtp_1: 24
sky130_fd_sc_hd__nand4_2: 1
## per-layer routing
layer,wire [um],share of wire,up-vias
met5,0,0,-
met1,695,0.50,279
li1,-,-,283
met2,540,0.39,8
met4,21,0.015,0
met3,127,0.092,2
## layout make-up
type | instances | area, sq um | share of cell area
Sequential cell | 24 | 600.6 | 0.5010
Multi-Input combinational cell | 52 | 396.6 | 0.3309
Tap cell | 80 | 100.1 | 0.08351
Clock buffer | 4 | 55.05 | 0.04593
Timing Repair Buffer | 3 | 27.53 | 0.02296
Inverter | 5 | 18.77 | 0.01566
## cells by family (layout without fill, tap and decap cells)
kind of cell  after synthesis  count (layout)
fa+ha+maj                   2               2
flops                      24              24
xor+xnor                   20              20
buf+inv                     5              12
simple gates               30              30
## power by group through the flow
stage	Clock (uW)	Combinational, uW	Sequential [uW]
6_report	246	10.5	281
5_1_grt	267	12.3	281
4_1_cts	254	11.3	281
## final timing paths
path | end | depth (start not counted) | startpoint | slack, ps
setup / recovery | prescale[12] | 4 | prescale[0] | 970
hold / removal | prescale[10] | 1 | prescale[10] | 470
setup reg to reg | prescale[12] | 4 | prescale[0] | 970
hold reg to reg | prescale[10] | 1 | prescale[10] | 470
max in group asynchronous | prescale[2] | 2 | rstn | 1500
min in group asynchronous | prescale[3] | 2 | rstn | 560
## worst register-to-register path, delay by kind of cell (launching register included)
family | cells | cell delay, ps
AND/OR/NAND/NOR | 2 | 490
flip-flops | 1 | 400
adder cells (fa/ha/maj) | 1 | 200
XOR/XNOR | 1 | 170
## state kept, by name (all words and copies together) (netlist names)
register and cells:
count 8, prescale 16
## stage by stage
| step | util | cells | hold slack (ps) | power, uW | cell area, sq um |
|---|---|---|---|---|---|
| 6_report | 0.1774 | 168 | 468.9 | 538.2 | 1199 |
| 5_1_grt | 0.1774 | 168 | 496.8 | 560.8 | 1199 |
| 4_1_cts | 0.1774 | 168 | 474.8 | 546.1 | 1199 |
| 3_5_place_dp | 0.1693 | 164 | 463.2 | 297.8 | 1144 |
| 3_3_place_gp | 0.1693 | 164 | 465.0 | 297.9 | 1144 |
| 2_1_floorplan | - | 81 | 164.4 | 286.6 | 1016 |
Power is estimated from default activity; no workload was simulated.
