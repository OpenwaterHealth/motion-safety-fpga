<file path="flow/run.sh">
#!/bin/bash
# OpenROAD 26Q1-2900-gdf79404cd8, Yosys 0.63+post, stock flow scripts
make -C /OpenROAD-flow-scripts/flow DESIGN_CONFIG=/design/flow/config.mk WORK_HOME=/design/flow/orfs finish
</file>
<file path="flow/config.mk">
export PLATFORM = sky130hd
export DESIGN_NAME = power_peak_check_top
export DESIGN_NICKNAME = power_peak_check_top
export VERILOG_FILES = /design/flow/design.v
export SDC_FILE = /design/flow/constraint.sdc
export NUM_CORES = 4
export LEC_CHECK = 1
export CORE_UTILIZATION = 50
</file>
<file path="flow/constraint.sdc">
current_design power_peak_check_top

set clk_period 5.1
set clk_io_pct 0.2

create_clock -name clk0 -period $clk_period [get_ports {clk}]

set non_clock_inputs [all_inputs -no_clocks]
set_input_delay [expr $clk_period * $clk_io_pct] -clock clk0 $non_clock_inputs
set_output_delay [expr $clk_period * $clk_io_pct] -clock clk0 [all_outputs]
</file>
<file path="flow/design.v">
module power_peak_check_top( 
    input            rstn,
    input            clk,
    input            laser_pulse,
    input            clear_power_fail,
    input            adc_sdo,
    output           adc_sck,
    output           adc_convert,
    input [15:0]    cw_current_limit,
    input [15:0]    drive_current_limit,
    output           adc_data_valid,
    output [15:0]   adc_data_value,
	output [15:0]   adc_data_old_value,
    output [15:0]   peak_power_value,
    output [15:0]   cw_power_value,
    output           cw_current_limit_fail,
    output           power_peak_current_limit_fail,
    output           start_timer,
	output           laser_pulse_delay
);
adc_control adc_control( 
    .rstn      			(rstn),
    .clk       			(clk),
    .laser_pulse 		(laser_pulse),
    .adc_sdo 			(adc_sdo),
    .adc_sck 			(adc_sck),
    .adc_convert 		(adc_convert),
    .adc_data_valid 	(adc_data_valid),
    .adc_data_value 	(adc_data_value),
    .adc_data_old_value (adc_data_old_value),
    .peak_power_value   (peak_power_value), 
    .cw_power_value     (cw_power_value),
    .start_timer        (start_timer),
    .laser_pulse_delay  (laser_pulse_delay)
);
power_peak_check power_peak_check( 
    .rstn      						(rstn),
    .clk       						(clk),
    .laser_pulse 		            (laser_pulse),
    .clear_power_fail 	            (clear_power_fail),
    .adc_data_valid 				(adc_data_valid),
    .adc_data_value 				(adc_data_value),
    .adc_data_old_value 			(adc_data_old_value),
    .peak_power_value              (peak_power_value), 
    .cw_power_value                (cw_power_value), 
    .cw_current_limit 		        (cw_current_limit),
    .cw_current_limit_fail     	    (cw_current_limit_fail),
    .drive_current_limit 		    (drive_current_limit),
    .power_peak_current_limit_fail 	(power_peak_current_limit_fail)
);
endmodule
module adc_control( 
    input              rstn,
    input              clk,
    input              laser_pulse,
    input              clear_peak_power,
    input              adc_sdo,
    output             adc_sck,
    output reg         adc_convert,
	output reg         adc_data_valid,
    output reg [15:0] adc_data_value,
    output reg [15:0] adc_data_old_value,
    output reg [15:0] peak_power_value,
    output reg [15:0] cw_power_value,
    output reg         start_timer,
	output             laser_pulse_delay
) ;
parameter   CONVERT_DELAY = 16'd3000;
parameter   SAMPLE = 16'd10;
parameter   INIT        = 4'd0,
            IDLE        = 4'd1,
            CONVERT     = 4'd2, 
            SCK_HIGH    = 4'd3, 
            SCK_LOW     = 4'd4, 
            CAPTURE     = 4'd5,
            SEND_HIBYTE = 4'd6,
            WAIT        = 4'd7,
            SEND_LOBYTE = 4'd8,
            REPEAT      = 4'd9,
            DONE        = 4'd10,
            PWRUP       = 4'd11;
reg [3:0] state=0,capture_state=0;
reg [7:0] convert_count;
reg [7:0] count;
reg [11:0] voltage_data;
reg [11:0] current_data;
reg [15:0] adc_voltage_data_temp,adc_voltage_data_temp_d;
reg [3:0] sck_count;
reg [3:0] index;
reg [7:0] cycle_count;
reg [15:0] wait_timer,sample_count;
reg [15:0] adc_data_value_old;
reg [15:0] adc_data_value_final;
reg [15:0] power_up_count;
reg data_ready;
reg adc_sck_temp;
reg adc_data_valid_temp,adc_data_valid_temp_d;
reg laser_pulse_d1,laser_pulse_d2,laser_pulse_d3,laser_pulse_d4,laser_pulse_d5;
assign adc_sck = adc_sck_temp & data_ready;
assign laser_pulse_delay = laser_pulse_d2;
always @(posedge clk,negedge rstn)
begin
    if (!rstn) begin
        adc_convert <= 0;     
        convert_count <= 0; 
        sample_count <= 0;		
        data_ready <= 0;     
        adc_sck_temp <= 0;     
        sck_count <= 0;     
        cycle_count <= 0;     
        wait_timer <= 0;     
        start_timer <= 0;     
        laser_pulse_d1 <= 0;     
        laser_pulse_d2 <= 0;     
        laser_pulse_d3 <= 0;     
        laser_pulse_d4 <= 0;     
        laser_pulse_d5 <= 0;     
        state <= PWRUP;     
    end else begin
		      laser_pulse_d1 <= laser_pulse;
		      laser_pulse_d2 <= laser_pulse_d1;
		      laser_pulse_d3 <= laser_pulse_d2;
		      laser_pulse_d4 <= laser_pulse_d3;
		      laser_pulse_d5 <= laser_pulse_d4;
                    case (state)
                          PWRUP : begin
									if (power_up_count > 16'hfff0) begin
										power_up_count <= 0;
									    state <= INIT;
								    end else power_up_count <= power_up_count + 1;
                                 end
                          INIT : begin
                                    data_ready <= 0;
									if (!laser_pulse_d5 && laser_pulse) begin
										wait_timer <= 0;
										start_timer <= 1;
									    state <= IDLE;
								    end
                                 end
                          IDLE : begin
									if (wait_timer > CONVERT_DELAY) begin
											wait_timer <= 0;
											start_timer <= 0; 
											adc_convert <= 0;
											state <= CONVERT;
									end else begin
											        wait_timer <= wait_timer + 1;
												    adc_convert <= 1;
											 end
                                 end
                       CONVERT : begin
                                    if (convert_count > 20) begin
                                        adc_convert <= 0;
                                        convert_count <= 0;
                                        data_ready <= 1;
                                        state <= SCK_HIGH;
                                    end else convert_count <= convert_count + 1;                                       
                                 end
                      SCK_HIGH : begin
                                    adc_sck_temp <= 1;
                                    state <= SCK_LOW;
                                 end
                       SCK_LOW : begin
                                    adc_sck_temp <= 0;
                                    if (sck_count > 12) data_ready <= 0;
                                    if (sck_count > 13) adc_convert <= 1;
                                    if (sck_count > 14) begin
                                        sck_count <= 0;
									    state <= REPEAT;
                                    end else begin
                                                sck_count <= sck_count + 1;
                                                state <= SCK_HIGH;
                                             end
                                 end
                        REPEAT : begin
									if (sample_count > SAMPLE) begin
										sample_count <= 0;
										state <= DONE;
									end else begin
										        sample_count <= sample_count + 1;
											    state <= CONVERT;
										 end
                                 end
                          DONE : begin
									if (laser_pulse_d2 && !laser_pulse_d1) state <= INIT;
                                 end
                    endcase
        end
end
always @(posedge adc_sck_temp,negedge rstn)
begin
    if (!rstn) begin
        index <= 13;     
        count <= 0;     
        adc_data_valid_temp <= 0; 
        adc_voltage_data_temp <= 0;    
        voltage_data <= 0;     
        capture_state <= IDLE;
    end else begin
                case(capture_state)
                        IDLE : begin
                                    adc_data_valid_temp <= 0;
                                    adc_voltage_data_temp <= 0;
                                    if (data_ready) capture_state <= CAPTURE;
                               end
                     CAPTURE : begin  
                                    voltage_data[index] <= adc_sdo;
                                    if (count > 12) begin
                                        index <= 13;
                                        count <= 0;
                                        capture_state <= DONE;
                                    end else begin
                                                index <= index - 1;
                                                count <= count + 1;
                                             end
                              end
                       DONE : begin  
                                    adc_data_valid_temp <= 1;
                                    adc_voltage_data_temp <= {4'h0,voltage_data};
                                    capture_state <= IDLE;
                              end
                endcase
            end
end
always @(posedge clk,negedge rstn)
begin
    if (!rstn) begin
        peak_power_value <= 0;
		cw_power_value <= 0;
        adc_data_valid_temp_d <= 0;     
        adc_voltage_data_temp_d <= 0;     
        adc_data_value_final <= 16'h0;     
        adc_data_value_old <= 16'h0;     
        adc_data_value <= 16'h0;     
        adc_data_valid <= 0;     
    end else begin
				 adc_data_valid_temp_d <= adc_data_valid_temp;
				 adc_voltage_data_temp_d <= adc_voltage_data_temp;
				 if (clear_peak_power) peak_power_value <= 0;
				 if (laser_pulse) peak_power_value <= adc_data_value_final;
				 if (!adc_data_valid_temp_d & adc_data_valid_temp) begin
				     adc_data_valid <= 1;
					 adc_data_value <= adc_voltage_data_temp;
					 adc_data_value_old <= adc_voltage_data_temp;
					 adc_data_value_final <= (adc_voltage_data_temp + adc_data_value_old)/2;
				 end else begin
								adc_data_value <= 0;
								adc_data_valid <= 0;
						  end
             end
end
endmodule
module power_peak_check( 
    input         rstn,
    input         clk,
    input         laser_pulse,
    input         clear_power_fail,
    input          adc_data_valid,
    input [15:0]  adc_data_value,
    input [15:0]  adc_data_old_value,
    input [15:0]  peak_power_value,
    input [15:0]  cw_power_value,
    input [15:0]  cw_current_limit,
    input [15:0]  drive_current_limit,
    output reg    cw_current_limit_fail,
    output reg    power_peak_current_limit_fail
);
parameter   IDLE  = 0,
            CHECK = 1, 
            DONE  = 2;
reg [3:0] state;
reg [15:0] adc_data_d1;
reg [15:0] peak_power_value_d1,peak_power_value_d2;
reg [15:0] cw_power_value_d1,cw_power_value_d2;
reg [15:0] cw_current_limit_d1,cw_current_limit_d2;
reg [15:0] drive_current_limit_d1,drive_current_limit_d2;
reg adc_data_valid_d1;
reg laser_pulse_d1;
always @(posedge clk,negedge rstn)
begin
    if (!rstn) begin
        drive_current_limit_d1 <= 0;     
        drive_current_limit_d2 <= 0;     
        cw_current_limit_d1 <= 0;     
        cw_current_limit_d2 <= 0;     
        cw_power_value_d1 <= 0;     
        cw_power_value_d2 <= 0;     
        peak_power_value_d1 <= 0;     
        peak_power_value_d2 <= 0;     
        adc_data_valid_d1 <= 0;     
        adc_data_d1 <= 0;     
        laser_pulse_d1 <= 0;     
        cw_current_limit_fail <= 0;     
        power_peak_current_limit_fail <= 0;     
	    state <= IDLE;
    end else begin
                laser_pulse_d1 <= laser_pulse;
                drive_current_limit_d1 <= drive_current_limit;
                drive_current_limit_d2 <= drive_current_limit_d1;
                cw_current_limit_d1 <= cw_current_limit;
                cw_current_limit_d2 <= cw_current_limit_d1;
                peak_power_value_d1 <= peak_power_value;
                peak_power_value_d2 <= peak_power_value_d1;
                cw_power_value_d1 <= cw_power_value;
                cw_power_value_d2 <= cw_power_value_d1;
                adc_data_valid_d1 <= adc_data_valid;
                adc_data_d1 <= adc_data_old_value;
				case (state)
						IDLE : begin
									if (!laser_pulse_d1 & laser_pulse) state <= CHECK;
							   end
				   	   CHECK : begin
									if (peak_power_value > drive_current_limit_d1) begin
										state <= DONE;
										power_peak_current_limit_fail <= 1;
									end
							   end
						DONE : begin
									if (clear_power_fail) begin
										state <= IDLE;
										cw_current_limit_fail <= 0;
										power_peak_current_limit_fail <= 0;
									end
							   end
				endcase
            end
end
endmodule
</file>
==> job_summary.md <==
## PnR job results

| Metric | Value |
|---|---|
| # resized after CTS | 0 |
| Die height | 135 µm |
| Cell area after layout | 10000 µm² |
| Int Pwr | 2370 µW |
| First-pass GRT wire length | 28.0 mm |
| FP Rows | 48 |
| VDD IR max | 222 µV |
| Final TNS setup | 0 ns |
| Vias in the first global route | 5858 |
| WL final | 16.4 mm |
| Slew margin rel. | 50.9% |
| Critical path's top delay family | buffers and inverters |
| Post-synth EDFFs | 16 |
| Fin crit share | 48.5% |
| Die area | 18300 µm² |
| Final setup vio count | 0 |
| Cell mode on critical path | o211ai_1 |
| Sw Share | 26.3% |
| Vias post-DR | 6221 |
| Placed cell areas | 9440 µm² |
| Seq cells post-synth | 183 |
| WL/cell | 14.1 µm |
| Tool warnings | 52 |
| Syn Area/Cell | 10.2 µm² |
| Worst path slowest cell | clkdlybuf4s50_1 |
| Top cells by area | dfrtp_1 (45%), ha_1 (5.8%), edfxtp_1 (5.4%), buf_4 (3.5%), o21ai_0 (3.4%) |
| Antenna Cells | 0 |
| Antenna violations before repair | 0 |
| Final Slew Violations | 0 |
| Net load switching power | 847 µW |
| Total grt overflow | 0 |
| Power per cell area | 320 nW/µm² |
| Clock power share | 39.6% |
| Worst setup path class | in -> reg |
| Cts bufs inserted | 17 |
| Register pins left without a clock | 40 |
| Status | completed |
| CP required | 5.44 ns |
| Share of power burned in registers | 45.5% |
| Yosys chip area | 8870 µm² |
| Fin cells | 1157 |
| Root Buffer Master | clkbuf_16 |
| Worst Path Arrival | 2.81 ns |
| Global placement routability congestion | 0.882 |
| TritonCTS clock tree | built |
| # port buffers | 50 |
| Endpoints left unconstrained | 41 |
| Bufs on Longest Clock Path | 2 |
| Synth warnings | 19 |
| Area Overhead vs Synth | 13.3% |
| Critical path buffers and inverters | 1 |
| HP Class | reg -> reg |
| Achievable frequency | 0.405 GHz |
| Initial Utilization | 51.3% |
| Yosys top cell area share | 44.9% |
| Leak pwr | 0.00471 µW |
| Total global-route track usage | 19.7% |
| Worst-path clk slew | 0.06 ns |
| Htree depth | 4 |
| 1st-pass router iterations | 5 |
| DRC violations left | 0 |
| Distinct lib cells | 71 |
| # hold bufs at CTS | 0 |
| Largest net degree at the start of global routing | 74 |
| Skew-Pair Late Insertion Delay | 0.42 ns |
| Core Box Area | 17300 µm² |
| Hold Violations, Final | 0 |
| Postcts setup bufs | 0 |
| DRT iter0 DRCs | 261 |
| Post-synth top flop | dfrtp_1 |
| Placed Instances | 1127 |
| Via-per-instance ratio | 5.38 |
| Post-Syn Area | 8870 µm² |
| Maxcap violations | 0 |
| Crit-path max FO | 15 |
| Mapped Cells | 873 |
| Leading area contributor after synthesis | dfrtp_1 |
| Min Hold Slack | 0.344 ns |
| RSZ-0062 raised after global routing | no |
| DP Wirelength | 11.3 mm |
| Worst setup SP type | input port |
| Crit end category | flip-flop |
| FILL cells | 1415 |
| Synth async-reset ratio | 91.3% |
| Register area share after synthesis | 52.6% |
| Clock Skews | 0.00868 ns |
| CP max stage delay | 0.73 ns |
| Crit path cell chain | clkdlybuf4s50_1, nor2b_1, o211ai_1, o31ai_1, o211ai_1, a211o_1 |
| Slew @ Worst Pin | 0.735 ns |
| Number of nets with antenna violations after routing | 0 |
| Die width | 135 µm |
| Yosys Instances | 873 |
| Combinational share of power | 14.9% |
| I/O Pins | 108 |
| Final worst path period need | 2.47 ns |
| Fraction of layout cells with a size suffix above 1 | 6.44% |
## final cells by class
type / instances / area [µm²] / share of cell area, %
clock buffer: 21 / 482 / 4.79
tap: 225 / 282 / 2.80
sequential: 183 / 4670 / 46.5
timing repair buffer: 58 / 562 / 5.59
inverter: 53 / 199 / 1.98
multi-input combinational: 608 / 3720 / 37.1
clock inverter: 9 / 131 / 1.31
## cells in the mapped netlist (all sizes together) (6+ instances only)
master	n
o22ai	6
nand2b	6
xor2	9
clkbuf	21
nand3	30
dfstp	8
a21oi	45
nor3	19
nand4	13
o31ai	10
a31oi	9
nand2	79
edfxtp	16
ha	41
nor2b	23
a21o	19
xnor2	10
and2	40
inv	53
dfrtp	159
a22o	9
o21ai	62
buf	48
and3	9
nor2	57
o21a	6
## power groups by stage
| stage | combinational [µW] | clock (µW) | sequential [µW] |
|---|---|---|---|
| 4_1_cts | 485 | 1310 | 1460 |
| 5_1_grt | 549 | 1360 | 1480 |
| 6_report | 480 | 1280 | 1460 |
## path summary, 6_finish.rpt
| check | startpoint | to | slack (ns) | depth (start not counted) |
|---|---|---|---|---|
| max | laser_pulse | adc_control.state[1] | 2.63 | 6 |
| max in group asynchronous | rstn | adc_control.adc_data_value_old[5] | 3.35 | 2 |
| max reg2reg | adc_control.state[1] | adc_control.state[0] | 2.81 | 5 |
| min | adc_control.laser_pulse_d4 | adc_control.laser_pulse_d5 | 0.34 | 0 |
| min in group asynchronous | rstn | power_peak_check.drive_current_limit_d1[15] | 0.62 | 1 |
| min reg2reg | adc_control.laser_pulse_d4 | adc_control.laser_pulse_d5 | 0.34 | 0 |
## through the flow
stage / total power, µW / util [%] / worst slack (ns)
6_report: 3220 / 58.1 / 2.63
5_1_grt: 3390 / 58.1 / 2.48
4_1_cts: 3250 / 58.1 / 2.62
3_5_place_dp: 1960 / 54.6 / 2.19
3_3_place_gp: 1940 / 54.6 / 2.22
2_1_floorplan: 1820 / - / 2.96
## routing by layer
metal / routed length, µm / vias to the layer above / track usage, %
met2: 7390 / 156 / 28.6
met4: 115 / 0 / 1.94
met5: 0 / - / 0
li1: - / 3068 / -
met3: 818 / 8 / 4.54
met1: 8040 / 2989 / 33.2
## logic make-up after synthesis
family / after synthesis / synth area share, %
multiplexers: 7 / 0.860
other: 1 / 0.0423
XOR/XNOR: 19 / 1.88
buffers and inverters: 122 / 7.07
adder cells (fa/ha/maj): 42 / 6.01
AND/OR/NAND/NOR: 301 / 17.3
AND-OR/OR-AND: 198 / 14.2
flip-flops: 183 / 52.6
## cell usage in the layout, fill, tap and decap left out, drive strengths merged, types with 8 or more instances in the layout
cell type      Yosys  final
a21o              19     19
xor2               9      9
conb               1     41
clkdlybuf4s50      0     49
dfrtp            159    159
nand3             30     30
and3               9      9
clkbuf            21     21
dfstp              8      8
nor2b             23     23
a31oi              9      9
buf               48      9
inv               53     54
nand2             79     79
edfxtp            16     16
o31ai             10     10
nand4             13     13
and2              40     40
a21oi             45     45
ha                41     41
o21ai             62     62
nor3              19     19
xnor2             10     10
nor2              57     57
a22o               9      9
## flip-flops by register name (all words and copies together) (netlist names), 4 cells and up
name	count
adc_control.convert_count	8
adc_control.power_up_count	16
adc_control.peak_power_value	12
adc_control.adc_voltage_data_temp	12
adc_control.sck_count	4
adc_control.sample_count	16
adc_control.adc_data_value_final	12
adc_control.state	4
power_peak_check.drive_current_limit_d1	16
adc_control.index	4
adc_control.adc_data_value	12
adc_control.count	8
adc_control.wait_timer	16
adc_control.voltage_data	12
adc_control.adc_data_value_old	12
No activity file was given, so power comes from the tool's default toggle rates.
