===== design/flow/config.mk =====
export PLATFORM = sky130hd
export DESIGN_NAME = reset_generator
export DESIGN_NICKNAME = reset_generator
export VERILOG_FILES = /design/flow/design.v
export SDC_FILE = /design/flow/constraint.sdc
export NUM_CORES = 4
export LEC_CHECK = 1
export CORE_UTILIZATION = 30

===== design/flow/constraint.sdc =====
current_design reset_generator

set clk_period 1.0
set clk_io_pct 0.2

create_clock -name clk0 -period $clk_period [get_ports {clk}]

set non_clock_inputs [all_inputs -no_clocks]
set_input_delay [expr $clk_period * $clk_io_pct] -clock clk0 $non_clock_inputs
set_output_delay [expr $clk_period * $clk_io_pct] -clock clk0 [all_outputs]

===== design/flow/design.v =====
module reset_generator( 
    input  rstn,
    input  clk,
    output reset_n
);
   reg  in_d1;
   reg  in_d2;
   reg  in_d3;
   reg  out_n;
   reg clk_d2,clk_d4,clk_d8,clk_d16,clk_d32,clk_d64;
   reg reset_delay;
   reg [31:0] count;
   assign reset_n = out_n & reset_delay;
   always @(posedge clk or negedge rstn) begin
      if(!rstn) begin
         clk_d2 <= 1'b0;
      end else begin
         clk_d2 <= !clk_d2;       
      end
   end
   always @(posedge clk_d2 or negedge rstn) begin
      if(!rstn) begin
         clk_d4 <= 1'b0;
      end else begin
         clk_d4 <= !clk_d4;       
      end
   end
   always @(posedge clk_d4 or negedge rstn) begin
      if(!rstn) begin
         clk_d8 <= 1'b0;
      end else begin
         clk_d8 <= !clk_d8;       
      end
   end
   always @(posedge clk_d8 or negedge rstn) begin
      if(!rstn) begin
         clk_d16 <= 1'b0;
      end else begin
         clk_d16 <= !clk_d16;       
      end
   end
   always @(posedge clk_d16 or negedge rstn) begin
      if(!rstn) begin
         clk_d32 <= 1'b0;
      end else begin
         clk_d32 <= !clk_d32;       
      end
   end
   always @(posedge clk_d32 or negedge rstn) begin
      if(!rstn) begin
         clk_d64 <= 1'b0;
      end else begin
         clk_d64 <= !clk_d64;       
      end
   end
   always @(posedge clk_d2 or negedge rstn) begin
      if(!rstn) begin
         in_d1 <= 1'b0;
         in_d2 <= 1'b0;
         in_d3 <= 1'b0;
      end else begin
         in_d1 <= rstn;        
         in_d2 <= in_d1;        
         in_d3 <= in_d2;        
      end
   end
   always @(posedge clk_d2 or negedge rstn) begin
      if(!rstn) begin
         out_n <= 1'b0;
      end else if (in_d2 == in_d3) begin
         out_n <= in_d3;
      end
   end
      always @(posedge clk_d64 or negedge rstn) begin
      if(!rstn) begin
         count <= 0;
         reset_delay <= 0;
      end else begin
		         if (!reset_delay) begin
					 if (count > 32'h0004fff0) begin
						 count <= 0;
						 reset_delay <= 1;   
					 end else count <= count + 1;					 
				 end
      end
   end
endmodule

===== design/flow/run.sh =====
#!/bin/bash
# OpenROAD 26Q1-2900-gdf79404cd8, Yosys 0.63+post, stock flow scripts
make -C /OpenROAD-flow-scripts/flow DESIGN_CONFIG=/design/flow/config.mk WORK_HOME=/design/flow/orfs finish

==> impl_metrics.prom <==
# HELP chip_impl_metric Yosys and OpenROAD flow results
# TYPE chip_impl_metric gauge
chip_impl_metric{name="p_per_area",unit="mW/mm^2"} 39.4
chip_impl_metric{name="die_area",unit="mm^2"} 0.00671
chip_impl_metric{name="synth_flop_count",unit=""} 43
chip_impl_metric{name="dr_wl_met3",unit="um"} 29
chip_impl_metric{name="cp.buffers_inverters",unit=""} 2
chip_impl_info{name="grt_setup_unrepaired",value="no"} 1
chip_impl_metric{name="timing.critical_path.fanout_max",unit=""} 2
chip_impl_metric{name="avgSynthCellArea",unit="um^2"} 10.4
chip_impl_metric{name="yosys_warnings",unit=""} 1
chip_impl_metric{name="unconstrained_endpoints",unit=""} 43
chip_impl_metric{name="final_cell_count_no_fill",unit=""} 258
chip_impl_info{name="endpoint_class_of_the_critical_path",value="async pin"} 1
chip_impl_metric{name="timing.max_cap.violations",unit=""} 0
chip_impl_metric{name="wp_data_arrival",unit="ns"} 0.83
chip_impl_metric{name="first_global_vias",unit=""} 1204
chip_impl_metric{name="finalClockPeriodUsage",unit="%"} 61.2
chip_impl_metric{name="placeableCoreArea",unit="mm^2"} 0.00603
chip_impl_metric{name="die_x",unit="um"} 81.9
chip_impl_metric{name="final_replace_weighted_congestion",unit=""} 0.791
chip_impl_metric{name="fmax",unit="GHz"} 1.63
chip_impl_metric{name="postCtsResizedCells",unit=""} 0
chip_impl_metric{name="timing.setup.tns",unit="ns"} 0
chip_impl_info{name="r2r_end",value="clk_d2"} 1
chip_impl_metric{name="worst_slack",unit="ns"} 0.388
chip_impl_info{name="top_layer",value="met3"} 1
chip_impl_metric{name="final_instance_area",unit="mm^2"} 0.00201
chip_impl_metric{name="antenna-diode-count",unit=""} 0
chip_impl_metric{name="die-height",unit="um"} 81.9
chip_impl_metric{name="layout_overhead_on_the_synthesized_area",unit="%"} 5.16
chip_impl_metric{name="post_place_cell_area",unit="mm^2"} 0.00200
chip_impl_metric{name="grt_first_pass_wirelength",unit="mm"} 5.69
chip_impl_metric{name="postSynthSeqShare",unit="%"} 56.2
chip_impl_metric{name="finalSetupViolCount",unit=""} 0
chip_impl_info{name="status",value="finished, final reports clean"} 1
chip_impl_metric{name="floorplan_utilization",unit="%"} 31.8
chip_impl_metric{name="pin_count_of_the_biggest_net_entering_global_routing",unit=""} 44
chip_impl_info{name="critPathTopFamily",value="buffers and inverters"} 1
chip_impl_metric{name="dr.first_iter.drc_count",unit=""} 46
chip_impl_metric{name="post-route-drc-count",unit=""} 0
chip_impl_metric{name="worstMarginPinSlew",unit="ns"} 0.861
chip_impl_metric{name="wl_met2",unit="mm"} 1.36
chip_impl_metric{name="num_io_pins",unit=""} 3
chip_impl_metric{name="place.port_buffers",unit=""} 2
chip_impl_metric{name="relSlewSlack",unit="%"} 42.6
chip_impl_metric{name="met1_length",unit="mm"} 1.72
chip_impl_metric{name="synth.yosys.chip_area",unit="mm^2"} 0.00192
chip_impl_metric{name="std_cell_rows",unit=""} 28
chip_impl_metric{name="drt_wl_total",unit="mm"} 3.11
chip_impl_info{name="startpoint_type",value="input port"} 1
chip_impl_metric{name="unclocked_pins",unit=""} 42
chip_impl_metric{name="crit_cells",unit=""} 2
chip_impl_metric{name="post_dr_vias_cell",unit=""} 4.91
chip_impl_metric{name="placedCellCount",unit=""} 257
chip_impl_metric{name="routed-via-count",unit=""} 1268
chip_impl_metric{name="detail_routed_net_length_per_standard_cell",unit="um"} 12.1
chip_impl_metric{name="worst_skew_pair.late_latency",unit="ns"} 0
chip_impl_metric{name="slew_violations",unit=""} 0
chip_impl_metric{name="cp_data_required_time",unit="ns"} 1.22
chip_impl_metric{name="proportion_of_layout_cells_with_a_drive_suffix_above_1",unit="%"} 5.46
chip_impl_metric{name="ys_cells",unit=""} 185
chip_impl_info{name="critical_path.cell_chain",value="dlygate4sd3_1 > buf_2"} 1
chip_impl_metric{name="power",unit="mW"} 0.0793
chip_impl_metric{name="dp_worst_setup_slack",unit="ns"} 0.442
chip_impl_info{name="crit_type",value="in2async"} 1
chip_impl_info{name="hp-class",value="reg2reg"} 1
chip_impl_metric{name="peakVddDrop",unit="V"} 0.000169
chip_impl_metric{name="post_cts_buffers",unit=""} 0
chip_impl_metric{name="rr_worst_depth",unit=""} 1
chip_impl_metric{name="global_route.usage.total",unit="%"} 10.8
chip_impl_metric{name="grt_overflow",unit=""} 0
chip_impl_metric{name="antenna_found_initial",unit=""} 0
chip_impl_info{name="slowest_stage_cell_crit_path",value="dlygate4sd3_1"} 1
chip_impl_metric{name="mappedNetlistArea",unit="mm^2"} 0.00192
chip_impl_metric{name="n_fill_cell",unit=""} 615
chip_impl_metric{name="critPathMaxStageDelay",unit="ns"} 0.52
chip_impl_info{name="hp-start",value="clk_d2"} 1
chip_impl_metric{name="minimum_setup_slack_among_reg_to_reg_paths",unit="ns"} 0.45
chip_impl_metric{name="detailed_place_hpwl",unit="mm"} 2.11
chip_impl_metric{name="leakage",unit="nW"} 0.889
chip_impl_metric{name="hold_buffers",unit=""} 1
chip_impl_info{name="most_common_cell_after_layout_fill_and_taps_aside",value="dfrtp_1"} 1
chip_impl_metric{name="timing_hold_violations_final",unit=""} 0
chip_impl_info{name="rr_startpoint",value="clk_d2"} 1
chip_impl_metric{name="fin_skew",unit="ns"} 0
chip_impl_metric{name="clkTransAtPathRegs",unit="ns"} 0
chip_impl_info{name="setup.worst_path.end",value="clk_d2"} 1
chip_impl_metric{name="drtAntennaViolNets",unit=""} 0
chip_impl_info{name="crit_path_start",value="rstn"} 1
chip_impl_info{name="most-common-layout-cells",value="dfrtp_1 (43), nand2_1 (18), nand3_1 (16)"} 1
chip_impl_metric{name="synth_cells",unit=""} 185
chip_impl_metric{name="synthDistinctLibCells",unit=""} 36
chip_impl_metric{name="drtPass1Iterations",unit=""} 4
chip_impl_metric{name="min_tclk_post_route",unit="ns"} 0.612
chip_impl_metric{name="stage_log_warnings",unit=""} 29
-- cells in the mapped netlist --
cell type / n / area share, %
buf_6: 1 / 0.59
nand2b_1: 1 / 0.33
a32o_1: 1 / 0.52
ha_1: 2 / 1.3
o211ai_1: 2 / 0.78
dfrtp_1: 43 / 56
and2_1: 15 / 4.9
or2_2: 1 / 0.33
o21ai_0: 7 / 1.8
nand4_1: 11 / 3.6
nor4b_2: 1 / 0.78
xnor2_1: 1 / 0.46
nor4_4: 1 / 1.1
nand3b_1: 3 / 1.2
nand4b_1: 2 / 0.91
nand3_1: 16 / 4.2
clkbuf_1: 3 / 0.59
nand4_2: 1 / 0.65
a31oi_1: 10 / 3.3
xor2_1: 2 / 0.91
buf_2: 4 / 1.0
buf_4: 1 / 0.39
a41oi_1: 1 / 0.46
and3_1: 2 / 0.65
nor3_1: 2 / 0.52
and4_1: 2 / 0.91
mux2i_1: 1 / 0.52
inv_1: 12 / 2.4
nand2_1: 18 / 3.5
nor2_1: 9 / 1.8
or4_4: 1 / 0.59
or4_1: 2 / 0.78
o22ai_1: 1 / 0.33
maj3_1: 1 / 0.52
o21ai_1: 1 / 0.26
nor4_1: 3 / 0.98
-- worst min path at each step --
stage                     to  depth (start not counted)  slack [ns]
final                 clk_d2                          1        0.48
after global routing  clk_d2                          1        0.53
after CTS             clk_d2                          1        0.49
-- where the power goes --
group	leakage (nW)	switching, mW	internal (mW)
registers	0.582	0	0.0397
clock network	0	0	0
logic	0.307	0.0331	0.00650
-- registers in the layout, summed over array words and instances, names as in the netlist --
| name | flops |
|---|---|
| clk_d16 | 1 |
| clk_d2 | 1 |
| clk_d32 | 1 |
| clk_d4 | 1 |
| clk_d64 | 1 |
| clk_d8 | 1 |
| count | 32 |
| in_d1 | 1 |
| in_d2 | 1 |
| in_d3 | 1 |
| out_n | 1 |
| reset_delay | 1 |
-- routing by layer --
metal  GRT usage, %  vias to the layer above
li1               -                      657
met1           18.3                      603
met2           16.9                        8
met3          0.451                        0
met4              0                        0
met5              0                        -
-- cell families (layout without fill, tap and decap cells) --
logic type               after synthesis  after routing  synth area share, %
multiplexers                           1              1                0.523
AND-OR/OR-AND                         23             23                 7.45
buffers and inverters                 21             19                 4.96
XOR/XNOR                               3              3                 1.37
AND/OR/NAND/NOR                       91             91                 27.7
flip-flops                            43             43                 56.2
adder cells (fa/ha/maj)                3              3                 1.83
-- metrics by stage --
stage | hold WS, ns | util [%]
after floorplan | -0.0956 | -
after global placement | -0.0179 | 33.3
after detailed placement | -0.0178 | 33.3
after CTS | 0.493 | 33.4
after global routing | 0.532 | 33.4
final | 0.484 | 33.4
-- cell type report --
cell class	instances	area (um^2)	area share [%]
timing repair buffer	7	55.1	2.73
tap	75	93.8	4.66
inverter	12	45.0	2.24
multi-input combinational	121	744	37.0
sequential	43	1080	53.4
Power figures rest on the tool's default switching activity, not on a simulated workload.
