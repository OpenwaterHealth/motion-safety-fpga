`flow/config.mk`:
```
export PLATFORM = sky130hd
export DESIGN_NAME = adc_pulse_rate_check
export DESIGN_NICKNAME = adc_pulse_rate_check
export VERILOG_FILES = /design/flow/design.v
export SDC_FILE = /design/flow/constraint.sdc
export NUM_CORES = 4
export LEC_CHECK = 1
export CORE_AREA = 10 10 70 70
export DIE_AREA = 0 0 80 80
```
`flow/constraint.sdc`:
```
current_design adc_pulse_rate_check

set clk_period 1.6
set clk_io_pct 0.2

create_clock -name clk0 -period $clk_period [get_ports {clk}]

set non_clock_inputs [all_inputs -no_clocks]
set_input_delay [expr $clk_period * $clk_io_pct] -clock clk0 $non_clock_inputs
set_output_delay [expr $clk_period * $clk_io_pct] -clock clk0 [all_outputs]
```
`flow/design.v`:
```
module adc_pulse_rate_check( 
    input           rstn,
    input           clk,
    input           clear_fail,
    input           adc_bypass,
    input           adc_data_valid,
    input [15:0]    adc_data,
    input [31:0]    pulse_width_lower_limit,
    input [31:0]    pulse_width_upper_limit,
    input [31:0]    rate_lower_limit,
    output reg      adc_pulse_width_lower_limit_fail,
    output reg      adc_pulse_width_upper_limit_fail,
    output reg      adc_rate_lower_limit_fail
);
parameter   IDLE        = 0,
            PULSE_CHECK = 1,
            RATE_CHECK  = 2,
            DONE        = 3;
parameter pulse_high = 16'h0100;
reg [3:0]  state;
reg        adc_data_d1,adc_data_d2;
reg [31:0] count;
always @(posedge clk,negedge rstn)
begin
    if (!rstn) begin
        adc_data_d1 <= 0;     
        adc_data_d2 <= 0;     
        count <= 0;     
        adc_pulse_width_lower_limit_fail <= 0;
        adc_pulse_width_upper_limit_fail <= 0;
        adc_rate_lower_limit_fail <= 0;
        state <= IDLE;
    end else begin
                adc_data_d1 <= adc_data;
                adc_data_d2 <= adc_data_d1;
                case(state)
                     IDLE : begin
                                if (!adc_bypass) begin
                                        if (adc_data_valid) begin
                                            if (adc_data_d2 > pulse_high) begin
                                                count <= count + 1;
                                                state <= PULSE_CHECK;
                                            end else count <= 0;
                                        end
                                end
                            end
              PULSE_CHECK : begin
                                if (adc_data_valid) begin
                                    if (adc_data_d2 < pulse_high) begin
                                        if (count < pulse_width_lower_limit) begin
                                            adc_pulse_width_lower_limit_fail <= 1;
                                            state <= DONE;
                                        end else state <= RATE_CHECK;
                                    end
                                end
                            end
               RATE_CHECK : begin
                                if (adc_data_valid) begin
                                     if (adc_data_d2 < pulse_high) begin
                                          if (count < pulse_width_lower_limit) begin
                                               adc_pulse_width_lower_limit_fail <= 1;
                                               state <= DONE;
                                          end
                                     end
                                end
                            end
                      DONE: begin
                                if (adc_pulse_width_lower_limit_fail | adc_pulse_width_upper_limit_fail) begin
                                    if (clear_fail) begin
                                        count <= 0;
                                        adc_pulse_width_lower_limit_fail <= 0;
                                        adc_pulse_width_upper_limit_fail <= 0;
                                        count <= 0;
                                        state <= IDLE;
                                    end
                                end 
                            end
                endcase
            end
end
endmodule
```
`flow/run.sh`:
```
#!/bin/bash
# OpenROAD 26Q1-2900-gdf79404cd8, Yosys 0.63+post, stock flow scripts
make -C /OpenROAD-flow-scripts/flow DESIGN_CONFIG=/design/flow/config.mk WORK_HOME=/design/flow/orfs finish
```
==> flow_metrics.rpt <==
IMPLEMENTATION SUMMARY REPORT
----------------------------------------------------
[Global routing]
  Congestion Overflow GR ........................ 0
  Initial antenna violation count ........................ 0
  All-layer global routing usage ........................ 0.0429
  Number of global-route vias before repair ........................ 445
  Wire length of the first global-routing pass ........................ 2210 um
  Pin count of the biggest net entering global routing ........................ 5

[Route]
  Via density per instance ........................ 3.42
  Highest routing layer actually used ........................ met3
  Wire length on met2 ........................ 745 um
  Wire length on met3 ........................ 126 um
  Violation tally from detailed-route iteration zero ........................ 6
  Overall routed net length ........................ 1460 um
  DR pass1 iterations ........................ 2
  Routed length per placed instance ........................ 12.4 um
  Count of vias placed by the detailed router ........................ 403
  Metal1 wirelength ........................ 590 um
  Final routed DRC violation total ........................ 0
  Number of antenna cells inserted ........................ 0
  Post-route antenna net violation count ........................ 0

[Finish]
  Filler Cell Count ........................ 363
  Utilization after layout ........................ 0.241
  Growth of design area from synthesis to finish ........................ 198%
  Seq. cell area ........................ 100 um2
  Layout cell share with drive strength beyond 1 ........................ 0.250
  Area used by multi-input combinational logic ........................ 200 um2

[Worst setup path]
  Path type of the worst setup path ........................ in -> reg
  Startpoint type of the worst setup path ........................ input port
  Crit path cell chain ........................ clkdlybuf4s50_1 -> nor4_2 -> nand4_1 -> o21bai_2 -> mux2_4
  Top delay family on crit path ........................ buffers and inverters
  Required arrival time at the worst endpoint ........................ 1.71 ns
  Sort of element at the end of the critical path ........................ register
  Worst path bufs/invs ........................ 1
  Slowest stage cell on the critical path ........................ clkdlybuf4s50_1
  Maximum fanout along the worst path ........................ 2
  Largest stage delay on the critical path ........................ 0.41 ns
  Arrival time worst endpoint ........................ 1.65 ns

[Pwr]
  Power density relative to cell area ........................ 427 nW/um2
  Worst vdd ir ........................ 0.0000783 V
  Leakage component of the power ........................ 0.000461 uW

[Final timing]
  FMAX ........................ 648 MHz
  Final count of hold timing violations ........................ 0
  Worst clock skew ........................ 0.00134 ns
  Setup slack of the critical path after layout ........................ 0.0562 ns
  Finish-stage setup viols ........................ 0
  Min cycle time layout ........................ 1.54 ns
  Max Slew Vio Count ........................ 0
  Post-route fraction of the period consumed by the critical path ........................ 0.965

[Synthesis]
  Most instantiated cells after synthesis ........................ nor4_1, dfrtp_1, nand2_1, nor4_2
  Number of flops mapped to enable cells by yosys ........................ 0
  Yosys-reported design area after synthesis ........................ 277 um2
  Proportion of register bits with asynchronous set or reset after synthesis ........................ 1.00
  Most area-consuming cells after synthesis ........................ dfrtp_1, nor4_2, nor4_1
  Synth area leader ........................ dfrtp_1
  Top cell area share ........................ 0.362
  Number of synthesized register bits ........................ 4
  Library cell with the highest instance count after synthesis ........................ nor4_1
  Cell count in the Yosys report ........................ 30
  Sequential element share of the synthesized area ........................ 0.362
  Number of warnings issued by yosys ........................ 1
  Post-synth cell types ........................ 15
  Number of standard cells after synthesis ........................ 30
  Primary flip-flop cell chosen by synthesis mapping ........................ dfrtp_1
  Average cell area after synthesis ........................ 9.22 um2
  Combined area of all synthesized cells ........................ 277 um2

[Clock network]
  Clock latency at the later pin of the worst-skew pair ........................ 0.23 ns
  Clk buf depth ........................ 2
  CTS tree ........................ yes
  Clock input transition at the sequential cells of the worst setup and hold paths ........................ 0.03 ns
  Clock sink count ........................ 4
  Inserted Clock Buffers ........................ 3
  Hold buffer count at CTS ........................ 0
  Depth of the CTS H-tree ........................ 1
  Clock Root Buffer ........................ clkbuf_4

[Die]
  Die Y ........................ 80 um
  Site row count ........................ 21
  Chip Footprint ........................ 6400 um2
  I/O pin count ........................ 120
  Die Span X ........................ 80 um
  Core utilization at floorplan ........................ 0.0810
  Core outline area ........................ 3420 um2

[Run]
  Reported max-cap violation count ........................ 0
  Tool Warnings ........................ 106

[Placed design]
  Weighted congestion reported at the end of routability-driven placement ........................ 0.830
  Buffers on Ports ........................ 36
  Half-perimeter wire length after placement ........................ 1210 um
  Minimum setup slack after placement ........................ -0.287 ns

[Min path]
  Hold WC Path Type ........................ in -> async

[Run status]
  Result of the run ........................ complete, no violations

----------------------------------------------------
[metal layers]
| layer | track usage | vias to the layer above |
|---|---|---|
| li1 | - | 198 |
| met1 | 0.0514 | 187 |
| met2 | 0.0714 | 18 |
| met3 | 0.0182 | 0 |
| met4 | 0.00528 | 0 |
| met5 | 0 | - |
[what timing repair did]
item / in CTS / in global routing
hold endpoints to repair: 0 / 0
setup endpoints to repair: 1 / 2
pin swaps: 4 / 11
setup buffers: 1 / 0
resized: 6 / 24
[registers in the layout, indices dropped and copies added (netlist names)]
signal                            count
adc_pulse_width_lower_limit_fail      1
state                                 3
[cells in the final DEF (no fill, tap or decap), types with 2 or more instances in the layout]
cell type,n
inv_1,2
dfrtp_1,4
nor4_2,8
buf_4,4
conb_1,2
o21ai_0,2
dlygate4sd2_1,3
dlymetal6s2s_1,20
nand2_1,3
nand4_1,2
clkbuf_4,3
clkdlybuf4s50_1,13
[final timing paths]
| check | from | end | slack (ns) | depth (start not counted) |
|---|---|---|---|---|
| worst max-delay path | pulse_width_lower_limit[10] | adc_pulse_width_lower_limit_fail | 0.06 | 5 |
| worst min-delay path | rstn | adc_pulse_width_lower_limit_fail | 0.29 | 1 |
| worst max register to register | state[2] | adc_pulse_width_lower_limit_fail | 0.31 | 3 |
| worst min register to register | state[3] | state[3] | 0.50 | 2 |
| max in group asynchronous | rstn | state[1] | 1.14 | 1 |
| min in group clk0 | state[3] | state[3] | 0.50 | 2 |
[cell type report]
| class | instances | share of cell area |
|---|---|---|
| flip-flops and latches | 4 | 0.121 |
| repair buffers | 40 | 0.530 |
| inverters | 2 | 0.00910 |
| clock buffers | 3 | 0.0273 |
| multi-input cells | 23 | 0.243 |
| well taps | 46 | 0.0698 |
[power breakdown]
| group | leakage (uW) | internal (uW) | switching [uW] |
|---|---|---|---|
| logic | 0.000394 | 90.6 | 31.7 |
| registers | 0.0000531 | 108 | 4.27 |
| clock network | 0.0000138 | 83.4 | 34.3 |
| total | 0.000461 | 282 | 70.3 |
[metrics by stage]
step           TNS [ns]  cell area, um2  power [uW]  hold WS (ns)  instances
2_1_floorplan         0             280         130        0.0244         31
4_1_cts               0             748         365         0.288        118
5_1_grt        -0.00117             825         376         0.294        118
3_5_place_dp     -0.424             706         235         0.497        114
3_3_place_gp     -0.381             706         233         0.473        114
6_report              0             825         352         0.294        118
[logic make-up after synthesis]
logic type      after synthesis  synth area share
compound gates                5             0.131
buf+inv                       4            0.0814
other cells                   1            0.0136
flops                         4             0.362
simple gates                 15             0.371
mux                           1            0.0407
Power figures rest on the tool's default switching activity, not on a simulated workload.
