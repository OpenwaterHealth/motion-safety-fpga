===== /design/flow/design.v =====
module limit_check( 
    input        rstn,
    input        clk,
    input        clear_fail,
    input        laser_pulse,
    input        laser_ready,
    input [31:0] pulse_width_lower_limit,
    input [31:0] pulse_width_upper_limit,
    input [31:0] rate_lower_limit,	
    output       pulse_lower_limit_fail,
    output       pulse_upper_limit_fail,
    output       rate_lower_limit_fail,
    output       width_limit_window,
	output       edge_detect_1st,
    output       edge_detect_2nd,
	output       pulse_check,
    output       period_check,
    output       pulse_limit_check
);
logic_check logic_check( 
    .rstn                     (rstn),
    .clk                      (clk),
    .clear_fail               (clear_fail),
    .laser_pulse_in           (laser_pulse),
    .laser_ready              (laser_ready),
    .pulse_width_lower_limit  (pulse_width_lower_limit),
    .pulse_width_upper_limit  (pulse_width_upper_limit),
    .rate_lower_limit         (rate_lower_limit),
    .pulse_lower_limit_fail   (pulse_lower_limit_fail),
    .pulse_upper_limit_fail   (pulse_upper_limit_fail),
    .rate_lower_limit_fail    (rate_lower_limit_fail),
    .width_limit_window       (width_limit_window),
    .edge_detect_1st          (edge_detect_1st),
    .edge_detect_2nd          (edge_detect_2nd),
    .pulse_check              (pulse_check),
    .period_check             (period_check),
    .pulse_limit_check        (pulse_limit_check)
);
endmodule
module logic_check( 
    input           rstn,
    input           clk,
    input           clear_fail,
    input           laser_pulse_in,
    input           laser_ready,
    input [31:0]    pulse_width_lower_limit,
    input [31:0]    pulse_width_upper_limit,
    input [31:0]    rate_lower_limit,
    output reg      pulse_lower_limit_fail,
    output reg      pulse_upper_limit_fail,
    output reg      rate_lower_limit_fail,
    output reg      edge_detect_1st,
    output reg      edge_detect_2nd,
    output          width_limit_window,
    output reg      pulse_check,
    output reg      period_check,
    output reg      pulse_limit_check
);
parameter   IDLE         = 0,
            WIDTH_CHECK  = 1,
            RATE_CHECK   = 2, 
      CHECK_LOWER_WINDOW = 3, 
      CHECK_UPPER_WINDOW = 4, 
            DONE         = 5;
reg [3:0]  state,window_state,edge_detect_state;
reg        laser_pulse_d1,laser_pulse_d2,laser_pulse_d3,laser_pulse_d4,laser_pulse_d5;
reg [31:0] count,window_count;
reg pulse_width_limit_window;
reg [3:0] edge_count;
reg [31:0] pulse_width_lower_limit_d,pulse_width_upper_limit_d;
reg [15:0] clk_count;
wire pulse_clk;
reg laser_pulse;
reg clear_fail_d1,clear_fail_d2,clear_fail_d3,clear_fail_d4,clear_fail_all;
assign width_limit_window = pulse_width_limit_window;
assign pulse_clk = clk_count[2];
always @(posedge clk or negedge rstn) begin
      if (!rstn) begin
           clk_count <= 0;
      end else begin
                  clk_count <= clk_count + 1;
               end
end
always @(posedge clk or negedge rstn) begin
      if (!rstn) begin
           clear_fail_d1 <= 0;
           clear_fail_d2 <= 0;
           clear_fail_d3 <= 0;
           clear_fail_d4 <= 0;
      end else begin
                  clear_fail_d1 <= clear_fail;
                  clear_fail_d2 <= clear_fail_d1;
                  clear_fail_d3 <= clear_fail_d2;
				  clear_fail_d4 <= clear_fail_d3 | clear_fail_d2 | clear_fail_d1 | clear_fail;
               end
end
always @(posedge pulse_clk,negedge rstn)
begin
    if (!rstn) begin
        laser_pulse <= 0;     
    end else begin
                laser_pulse <= laser_pulse_in & laser_ready;
              end
end
always @(posedge pulse_clk,negedge rstn)
begin
    if (!rstn) begin
        laser_pulse_d1 <= 0;     
        edge_detect_1st <= 0;    
        edge_detect_2nd <= 0;   
        edge_count <= 0;   
        edge_detect_state <= IDLE;
    end else begin
                laser_pulse_d1 <= laser_pulse;
                case(edge_detect_state)
                     IDLE : begin
						         edge_detect_2nd <= 0;
								 if (!laser_pulse_d1 & laser_pulse) begin
									 edge_detect_1st <= 1; 
									 edge_detect_state <= DONE;
								 end
                            end
                     DONE : begin
						         edge_detect_1st <= 0; 
                                 if (laser_pulse_d1 & !laser_pulse) begin
									 edge_detect_2nd <= 1;
									 edge_detect_state <= IDLE;
								 end
                            end
                endcase
            end
end
always @(posedge pulse_clk,negedge rstn)
begin
    if (!rstn) begin
        count <= 0;  
        pulse_lower_limit_fail <= 0;
        pulse_upper_limit_fail <= 0;
        rate_lower_limit_fail <= 0;
        pulse_check <= 0;
        period_check <= 0;
		pulse_limit_check <= 0;
		clear_fail_all <= 0;
        state <= IDLE;
    end else begin			
                clear_fail_all <= clear_fail_d4;		
                case(state)
                     IDLE : begin
                                if (edge_detect_1st) begin
                                     count <= count + 2;
                                     state <= WIDTH_CHECK;
							    end else count <= 0;
                            end
               WIDTH_CHECK: begin
				   				pulse_check <= 1;
				                period_check <= 0;
				                count <= count + 1;
                                if (count > 32'h2f5) pulse_limit_check <= 1;     
                                if (!laser_pulse_d1) begin
									pulse_limit_check <= 0; 
                                    if (count > pulse_width_upper_limit) begin     
                                        pulse_upper_limit_fail <= 1;
                                        state <= DONE;
                                    end else begin
												if (count < pulse_width_lower_limit) begin     
													pulse_lower_limit_fail <= 1;
													state <= DONE;
												end else state <= RATE_CHECK;
											 end
                                end  
                            end
               RATE_CHECK: begin
				                pulse_check <= 0;
				                period_check <= 1;
								pulse_limit_check <= 0;
								if (count == 32'h013123) pulse_limit_check <= 1;     
                                if (laser_pulse_d1) begin
									pulse_limit_check <= 0; 
                                    if (count < rate_lower_limit) begin              
                                        rate_lower_limit_fail <= 1;
                                        state <= DONE;
                                    end else begin
									             count <= 1;
									             state <= WIDTH_CHECK;
										     end
                                end else begin
											if (count > rate_lower_limit) begin
												count <= 0;
												state <= IDLE;
											end else count <= count + 1;
										 end
                            end
                     DONE : begin
                                if (pulse_lower_limit_fail | pulse_upper_limit_fail | rate_lower_limit_fail) begin
                                    if (clear_fail_all) begin
                                        count <= 0;
                                        pulse_lower_limit_fail <= 0;
                                        pulse_upper_limit_fail <= 0;
                                        rate_lower_limit_fail <= 0;
                                        state <= IDLE;
                                    end
                                end 
                            end
                endcase
            end
end
always @(posedge pulse_clk,negedge rstn)
begin
    if (!rstn) begin
        window_count <= 0;
        pulse_width_lower_limit_d <= 0;
        pulse_width_upper_limit_d <= 0;
        pulse_width_limit_window <= 0;
        window_state <= IDLE;
    end else begin
		        pulse_width_lower_limit_d <= pulse_width_lower_limit;
		        pulse_width_upper_limit_d <= pulse_width_upper_limit;
                case(window_state)
                     IDLE : begin
                                if (edge_detect_1st) begin
                                    window_count <= window_count + 1;
                                    window_state <= CHECK_LOWER_WINDOW;
                                end
                            end
        CHECK_LOWER_WINDOW: begin
                                window_count <= window_count + 1;
                                if (window_count == pulse_width_lower_limit_d) begin
									pulse_width_limit_window <= 1;
                                    window_state <= CHECK_UPPER_WINDOW;
                                end 
                            end
        CHECK_UPPER_WINDOW: begin
                                if (window_count == pulse_width_upper_limit_d) begin
                                    window_count <= 0;
                                    pulse_width_limit_window <= 0;
                                    window_state <= IDLE;
                                end else begin
                                              window_count <= window_count + 1;
                                         end
                            end
                endcase
            end
end
endmodule

===== /design/flow/run.sh =====
#!/bin/bash
# OpenROAD 26Q1-2900-gdf79404cd8, Yosys 0.63+post, stock flow scripts
make -C /OpenROAD-flow-scripts/flow DESIGN_CONFIG=/design/flow/config.mk WORK_HOME=/design/flow/orfs finish

===== /design/flow/config.mk =====
export PLATFORM = sky130hd
export DESIGN_NAME = limit_check
export DESIGN_NICKNAME = limit_check
export VERILOG_FILES = /design/flow/design.v
export SDC_FILE = /design/flow/constraint.sdc
export NUM_CORES = 4
export LEC_CHECK = 1
export CORE_UTILIZATION = 30

===== /design/flow/constraint.sdc =====
current_design limit_check

set clk_period 4.7
set clk_io_pct 0.2

create_clock -name clk0 -period $clk_period [get_ports {clk}]

set non_clock_inputs [all_inputs -no_clocks]
set_input_delay [expr $clk_period * $clk_io_pct] -clock clk0 $non_clock_inputs
set_output_delay [expr $clk_period * $clk_io_pct] -clock clk0 [all_outputs]

==> impl_metrics.toml <==
# physical design summary
[worst_setup_path]
worstRegToRegCells = 1
r2r_slack_ns = 3.66
cp-end-kind = "register"
cp_top_family = "buffers and inverters"
path_max_fanout = 2
r2r-end = "logic_check.clk_count[2]"
required_ns = 4.79
timing.critical_path.buf_inv = 1
path_class = "in2reg"
crit_chain = "clkdlybuf4s50_1 > or4_1"
r2r-start = "logic_check.clk_count[2]"
start_kind = "input pin"
critPathMaxStageDelay_ns = 0.41
worstPathArrival_ns = 1.75
cp_slowest_cell = "clkdlybuf4s50_1"

[run]
maxCapViolations = 0
warnings = 27

[min_path]
hold_path.startpoint = "logic_check.clear_fail_d2"
hold_depth = 0
hold_class = "reg2reg"
hold_end = "logic_check.clear_fail_d3"

[die]
dieHeight_um = 182
fp-utilization_pct = 30.7
die-area_mm2 = 0.0332
io-pin-count = 110
core_mm2 = 0.0317
dieWidth_um = 182
num_rows = 65

[synth]
ys_cells = 1058
ys.flop_type = "dfrtp_1"
syn-cell-area_mm2 = 0.00975
ys_types = 73
synth_area_per_cell_um2 = 9.21
ys_area_mm2 = 0.00975
edf_count = 0
yosysWarnings = 1
ys_seq_share_pct = 40.1
synthCells = 1058
async_flop_share_pct = 100
ys_seq_elements = 156

[finish]
drive_gt1_share_pct = 3.49
final_cell_mix = "dfrtp_1, inv_1, clkdlybuf4s50_1"
utilization_pct = 35.7
nFillCells = 3166
stdcell_count = 1548
layout_top_cell = "dfrtp_1"
stdcell_area_mm2 = 0.0113
synthToLayoutAreaGrowth_pct = 16.2

[clock_tree]
post-cts-setup-buffers = 0
hold_buffers = 0
root_buffer = "clkbuf_16"
path_clk_slew_ns = 0.04
cts_tree = "yes"
cts_buffers = 3
ctsResizeCount = 0
clockBufferDepth = 2
clk_latency_ns = 0.23
htree_levels = 1

[placement]
io_buffers = 109
place_ws_ns = 2.80
gp_congestion = 0.909
post-dp-hpwl_um = 21900
placed_cell_area_mm2 = 0.0112
dp_cells = 1544

[global_route]
grt_pass1_wl_um = 42800
busiest_layer = "met2"
overflow = 0
grt.met3_usage_pct = 2.22
grt_pass1_vias = 7574
grt_use_met2_pct = 28.7
track_usage_pct = 17.2
grt_max_degree = 96
antenna_found_initial = 0
use_met1_pct = 24.9

[route]
wl_per_cell_um = 17.6
drc_errors = 0
vias = 7729
wirelength_um = 27200
antenna_cells = 0
firstDrtPassIters = 5
avgViaCountPerCell = 4.99
drtIter0Drc = 422
drtAntennaViolNets = 0

[pwr]
p_leak_nw = 5.01
peakVddDrop_mv = 0.238
powerDensity_mw_per_mm2 = 35.9
power_mw = 0.407

[sta]
hold_ws_ns = 0.364
clock_skew_ns = 0.00209
fin_tns_setup_ns = 0
rsz0062_at_grt = "false"
worst_pin_slew_ns = 0.833
postLayoutSetupSlackWorst_ns = 3.04
period_needed_ns = 1.66
fmax_mhz = 604
finalClockPeriodUsage_pct = 35.2
setup_viol = 0
slew_viol_final = 0
unclocked_pins = 149
untimed_endpoints = 158
hold_violations = 0
slew_headroom_pct = 44.5

[run_status]
status = "complete, no violations"
-- sequential cells by signal, indices dropped and copies added (netlist names), 2 cells and up --
signal,flops
logic_check.clk_count,3
logic_check.count,32
logic_check.edge_detect_state,2
logic_check.pulse_width_lower_limit_d,32
logic_check.pulse_width_upper_limit_d,32
logic_check.state,4
logic_check.window_count,32
logic_check.window_state,3
-- synthesized netlist by cell type, drive strengths merged (22+ instances only) --
cell	count	share of area [%]
a21oi	68	3.5
clkbuf	23	0.91
dfrtp	153	39
ha	101	13
inv	115	4.4
nand2	74	2.9
nand3	38	2.0
nand4	49	3.2
nor2	84	3.5
nor3	25	1.6
o21ai	61	3.3
xnor2	72	6.5
xor2	22	2.0
-- area by class of cell --
| cell class | instances | area [µm²] | share of cell area, % |
|---|---|---|---|
| clock buffers | 4 | 78.8 | 0.696 |
| inverters | 115 | 432 | 3.81 |
| multi-input cells | 755 | 5260 | 46.4 |
| flip-flops and latches | 156 | 3910 | 34.5 |
| well taps | 402 | 503 | 4.44 |
| repair buffers | 116 | 1140 | 10.1 |
-- logic make-up (layout without fill, tap and decap cells) --
group | after synthesis | count (layout) | synth area share, %
compound gates | 217 | 217 | 14.1
xor+xnor | 94 | 94 | 8.45
fa+ha+maj | 101 | 101 | 13.0
buf+inv | 147 | 235 | 6.03
flops | 156 | 156 | 40.1
mux | 6 | 6 | 0.642
simple gates | 337 | 337 | 17.7
-- where the power goes --
| group | switching, mW | internal (mW) | total, mW | leakage [nW] |
|---|---|---|---|---|
| registers | 0.000552 | 0.0646 | 0.0651 | 1.98 |
| logic | 0.0986 | 0.101 | 0.199 | 2.99 |
| clock network | 0.0300 | 0.113 | 0.143 | 0.0382 |
| total | 0.129 | 0.278 | 0.407 | 5.01 |
-- per-layer routing --
metal	vias to the layer above	wire, µm	part of all wire, %
li1	3890	-	-
met1	3633	12300	45
met2	190	13100	48
met3	16	1340	4.9
met4	0	386	1.4
met5	-	0	0
-- worst max path at each step --
stage                          endpoint        from  depth (start not counted)  slack [ns]
finish        logic_check.clear_fail_d4  clear_fail                          2        3.04
global route  logic_check.clear_fail_d4  clear_fail                          2        3.01
CTS           logic_check.clear_fail_d4  clear_fail                          2        3.03
Power and IR drop assume default switching activity.
